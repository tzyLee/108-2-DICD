**/design/flow/design.v**
```verilog
module imgproc(clk, rst, orig_data, orig_ready, request, orig_addr, imgproc_ready, imgproc_addr, imgproc_data, finish);
input           clk, rst;
input  [23:0]   orig_data;
input           orig_ready;
output          request;
output [13:0]   orig_addr;
output          imgproc_ready;
output [13:0]   imgproc_addr;
output [7:0]    imgproc_data;
output          finish;
reg         request, imgproc_ready, finish;
reg  [13:0] imgproc_addr, orig_addr;
reg  [7:0]  imgproc_data;
localparam MAX_ADDR = 14'd16383;
wire [7:0]  channel[0:2];
wire        nxt_finish;
wire [14:0] nxt_addr;
reg  [14:0] addr;
reg  [7:0]  min;
assign channel[0] = orig_data[23:16];
assign channel[1] = orig_data[15:8];
assign channel[2] = orig_data[7:0];
always @(*) begin
    if(channel[0] < channel[1]) begin
        if(channel[0] < channel[2]) begin
            min = channel[0];
        end
        else begin
            min = channel[2];
        end
    end
    else begin
        if (channel[1] < channel[2]) begin
            min = channel[1];
        end
        else begin
            min = channel[2];
        end
    end
end
assign nxt_addr = addr + 1;
assign nxt_finish = nxt_addr[14];
always @(posedge clk) begin
    if (rst) begin
        imgproc_ready <= 0;
        imgproc_addr  <= 14'b0;
        imgproc_data  <= 8'b0;
        addr          <= {1'b1, MAX_ADDR};  
        request       <= 0;
        finish        <= 0;
    end
    else begin
        orig_addr     <= nxt_addr[13:0];
        imgproc_ready <= orig_ready;
        imgproc_addr  <= addr[13:0];
        imgproc_data  <= min;
        addr          <= nxt_addr;
        request       <= !nxt_finish;
        finish        <= nxt_finish;
    end
end
endmodule
```
**/design/flow/run.sh**
```bash
#!/bin/bash
# OpenROAD 26Q1-2900-gdf79404cd8, Yosys 0.63+post, stock flow scripts
make -C /OpenROAD-flow-scripts/flow DESIGN_CONFIG=/design/flow/config.mk WORK_HOME=/design/flow/orfs finish
```
**/design/flow/constraint.sdc**
```tcl
current_design imgproc

set clk_period 2.7
set clk_io_pct 0.2

create_clock -name clk0 -period $clk_period [get_ports {clk}]

set non_clock_inputs [all_inputs -no_clocks]
set_input_delay [expr $clk_period * $clk_io_pct] -clock clk0 $non_clock_inputs
set_output_delay [expr $clk_period * $clk_io_pct] -clock clk0 [all_outputs]
```
**/design/flow/config.mk**
```make
export PLATFORM = sky130hd
export DESIGN_NAME = imgproc
export DESIGN_NICKNAME = imgproc
export VERILOG_FILES = /design/flow/design.v
export SDC_FILE = /design/flow/constraint.sdc
export NUM_CORES = 4
export LEC_CHECK = 1
export CORE_UTILIZATION = 40
```
==> summary.txt <==
Main metrics from the flow reports.

The run finished with clean final reports. Per the detailed placement report, the placed cell area equals around 3200 um2. The post-CTS setup buffer count is 0. The number of detailed-routing iterations run before antenna repair came out at 4. The share of final-layout standard cells stronger than drive strength 1 is 6.757%. The growth of design area from synthesis to finish is 35.82%. The via count normalized by instance count came out at 4.709. The number of hold violations in the final report came out at 0. The number of flip-flops and latches in the synthesized netlist came out at 54. The post-route antenna net violation count is 0. The data arrival time of the critical path is 2.48 ns. The floorplan die height is roughly 80 um.

66 I/O pins were placed. The top-area cell type share of the netlist area is 33.13%. The final-layout worst hold slack is 0.4837 ns. In this run the worst hold path is classified as flop to flop. The total DRC errors in the routed layout came out at 0. The max-cap check violation count came out at 0. Yosys attributes the largest share of cell area to sky130_fd_sc_hd__dfxtp_1, sky130_fd_sc_hd__edfxtp_1, sky130_fd_sc_hd__ha_1. The analysis reports a worst IR drop on VDD of 0.3030 mV.

The total via count in the routed design is 1733. The first global-routing pass estimated 7196 um of wire. The floorplan-stage core utilization is between 40% and 50%.

The final standard cell count with taps included and fillers excluded came out at 368. Entering global routing, the biggest net connects 22 pins. The cell area power density is 705.5 nW/um2. The synthesized design contains 14 enable-type register cells. Global routing finished with a remaining overflow of 0. The global router's overall resource usage is 15.29%. Including well taps, the total number of placed cells is 360.

The initial antenna violation count came out at 0. The data required time of the critical path is 2.88 ns. For the pin with the worst max-slew slack, the measured transition is 0.4020 ns.

The final period utilization came out at a little under nine tenths. The clock latency on the worst-skew pair came out at 0.30 ns. The most frequent logic cell in the layout is sky130_fd_sc_hd__clkdlybuf4s50_1. The time the worst path needs with I/O delays and setup is 2.298 ns.

Sorting the Yosys area breakdown by cell type puts at the top sky130_fd_sc_hd__dfxtp_1. Ranking logic cells in the layout by count gives the top entries sky130_fd_sc_hd__clkdlybuf4s50_1, sky130_fd_sc_hd__dfxtp_1, sky130_fd_sc_hd__ha_1. The post-route cell area came out at 3283 um2.

Listed in order, past its start point the critical path passes clkdlybuf4s50_1, inv_1, ha_1, a211oi_1, o21ai_1, a21oi_4, mux2i_1, o22ai_1. During placement, the flow inserted port buffers numbering 65. Among all flip-flop cells after synthesis, the most frequent one is sky130_fd_sc_hd__dfxtp_1. The longest incremental delay of any stage on the critical path is reported as 0.50 ns. The routability congestion estimate came out at 0.9415. The depth of the CTS H-tree is 2. For reference, the most critical setup path is categorized as input port to flop. The clock sink count came out at 54. The maximum root-to-sink buffer count came out at 2. The maximum net fanout on the critical path came out at 8.

The logs give a warning total of 25. Per the Yosys statistics, synthesis produced between 200 and 250 cells. Setup repair after global routing left no endpoint under its margin. The yosys synthesis warning count is 1.

The number of setup violations in the final report is 0. The core region area is 5675 um2. The final tally of max-slew violations came out at 0. The count of distinct cell types in the synthesized netlist came out at 30. The timing report attributes the biggest portion of critical-path delay to AND-OR/OR-AND gates. The timing report notes that buffer and inverter cells on the critical path total 2. Clock-pin slew was measured on the worst setup and hold paths at 0.09 ns.

The cell count after synthesis came out at 223. After clock tree synthesis, the flow added hold-fix buffers numbering 0. STA classifies the critical path endpoint as a flop.

In this build the clock could be raised as far as 435.2 MHz. Measured along the x axis, the die boundary spans 79.74 um. The fraction of registers with async set or reset after synthesis is 0%.

In this run, post-CTS repair resized a total of 0 instances. The total of fill cells in the finished design came out at 530. The via count of the first global-routing pass came to 1525. For this design the static power due to leakage is 1.396 nW.

The cell chosen for the clock root is sky130_fd_sc_hd__clkbuf_8. TritonCTS built the clock tree. For this run, the register share of the synthesized area comes to around half. Detailed placement finished with a half-perimeter wire length of around 3400 um. The total number of placement rows is 27. The sum of negative setup slack came out at 0 ns. The area enclosed by the die boundary came out at around 6400 um2.

The worst clock skew on the final layout came out at between 0.005 and 0.006 ns. The final routed wire length divided by cell count came out at 12.01 um. In this run the cell area of the synthesized design comes to 2417 um2. After synthesis, the mean cell area works out to 10.84 um2.

The routed wire length came out at 4419 um. The slowest stage of the critical path is the sky130_fd_sc_hd__clkdlybuf4s50_1 cell. The number of buffers created by CTS is 5. The kind of start point of the critical path is an input port. The remaining max-slew budget at the tightest pin came out at ~73%. The number of DRC violations after detailed-routing iteration 0 is 43. The area recorded from the Yosys report for this design is 2417 um2. The number of antenna cells inserted came out at 0.
==> layout make-up <==
class / instances / area [um2] / area share (%)
clock buffers: 5 / 68.82 / 2.096
clock inverters: 3 / 21.27 / 0.6479
inverters: 18 / 67.56 / 2.058
multi-input cells: 148 / 1116 / 33.99
flip-flops and latches: 54 / 1221 / 37.20
well taps: 72 / 90.09 / 2.744
repair buffers: 68 / 698.2 / 21.27
==> final timing paths <==
check,slack [ns],end,from,cells after the start
setup reg to reg,1.04,request,addr[0],6
setup / recovery,0.40,imgproc_data[2],orig_data[2],8
hold reg to reg,0.48,addr[0],addr[0],1
hold / removal,0.48,addr[0],addr[0],1
==> kinds of logic (layout without fill, tap and decap cells) <==
family	after synthesis	in the layout	synth area share (%)
flip-flops	54	54	50.52
XOR/XNOR	13	13	4.710
AND-OR/OR-AND	26	26	7.091
multiplexers	16	16	6.625
buffers and inverters	21	94	3.312
AND/OR/NAND/NOR	71	71	16.36
adder cells (fa/ha/maj)	22	22	11.39
==> where the power goes <==
group	total [W]	switching (W)	internal, W	leakage (nW)
Sequential	0.00115	0.0000955	0.00106	0.460
Combinational	0.000725	0.000261	0.000464	0.890
Clock	0.000438	0.000255	0.000183	0.0458
==> stage by stage <==
step	utilization (%)	setup WS (ns)	total power, W
5_1_grt	57.85	0.2246	0.002494
3_5_place_dp	56.26	0.07995	0.001910
6_report	57.85	0.4022	0.002316
4_1_cts	57.85	0.4054	0.002353
3_3_place_gp	56.26	0.08312	0.001904
2_1_floorplan	-	0.8132	0.001521
==> Yosys cell counts (all sizes together) (8+ instances only) <==
cell and n:
nand2 16, inv 18, o22ai 8, nor2b 15, nand2b 12, mux2i 16, dfxtp 40, edfxtp 14
a21oi 9, ha 22, nor2 9
==> worst reg2reg max path, delay by kind of cell (launching register included) <==
kind / cells / cell delay [ns]
XOR/XNOR: 1 / 0.17
adder cells (fa/ha/maj): 1 / 0.24
flip-flops: 1 / 0.41
AND/OR/NAND/NOR: 4 / 0.75
==> per-layer routing <==
metal / global-route usage (%) / part of all wire, %
met2: 23.08 / 44
met4: 2.857 / 2.0
met3: 3.248 / 5.0
met5: 0 / 0
met1: 23.56 / 49
==> sequential cells by signal, summed over array words and instances (netlist names) <==
| signal | cells |
|---|---|
| imgproc_ready | 1 |
| orig_addr | 14 |
| request | 1 |
| finish | 1 |
| addr | 15 |
| imgproc_addr | 14 |
| imgproc_data | 8 |
Power is estimated from default activity; no workload was simulated.
